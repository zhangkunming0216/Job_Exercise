`flow/run.sh`:
```
#!/bin/bash
# OpenROAD 26Q1-2900-gdf79404cd8, Yosys 0.63+post, stock flow scripts
make -C /OpenROAD-flow-scripts/flow DESIGN_CONFIG=/design/flow/config.mk WORK_HOME=/design/flow/orfs finish
```
`flow/design.v`:
```
`timescale 1ns / 1ps
module spi_v1#(
	parameter                     SPI_FRE = 1_000_000,
	parameter                     CLK_FRE = 100_000_000
)(
	input                         clk_i,
	input                         rst_n,
	input                         work_en,
	output 						  spi_cs,
	output 						  spi_sck,
	output 						  spi_sdo
    );
	localparam                 SCK_COUNT_Half = CLK_FRE/SPI_FRE;
	localparam                     IDLE = 5'b0_0001;
	localparam                	   WAIT = 5'b0_0010;
	localparam                 READ_MEM = 5'b0_0100;
	localparam                WRITE_REG = 5'b0_1000;
	localparam                     STOP = 5'b1_0000;
	localparam 				   REG0 = 8'h01;
	localparam 				   REG1 = 8'h02;
	localparam 				   REG2 = 8'h03;
	localparam 				   REG3 = 8'h04;
	reg [4:0]                 state;
	always @(posedge clk_i) begin
		if(!rst_n)
			state <= IDLE;
		else begin
			case(state)
				IDLE:
					if(work_en)
						state <= WAIT;
				WAIT:
					if(wait_end)
						state <= READ_MEM;
				READ_MEM:
					state <= WRITE_REG;
				WRITE_REG:
					if(shift_end == 1 && shift_all != 1)
						state <= WAIT;
					else if(shift_end == 1 && shift_all == 1)
						state <= STOP;
				STOP:
					state <= STOP;
				default:
					state <= IDLE;
			endcase
		end
	end
	wire wait_end;
	reg [15:0] wait_count_r;
	always @(posedge clk_i) begin
		if(!rst_n)
			wait_count_r <= 0;
		else if(state == WAIT)
			wait_count_r <= wait_count_r + 1;
		else 	
			wait_count_r <= 0;
	end	
	assign wait_end = wait_count_r[15];
	reg [7:0] shift_reg;
	always @(posedge clk_i) begin
		if(!rst_n)
			shift_reg <= 8'hff;
		else if(state == READ_MEM) 
				case(shift_counter_r)
					2'b00:    shift_reg <= REG0;
					2'b01:    shift_reg <= REG1;
					2'b10:    shift_reg <= REG2;
					2'b11:    shift_reg <= REG3;
					default:  shift_reg <= 0;
				endcase
		else if (state == WRITE_REG)
			if(sdo_change_w)
			shift_reg <= {shift_reg[6:0],1'b0};
	end
	wire shift_all;
	wire shift_end;
	reg [1:0] shift_counter_r;
	reg [2:0] send_num_counter_r;
	reg [5:0] spi_half_counter_r;
	always @(posedge clk_i) begin
		if(!rst_n)
			spi_half_counter_r <= 0;
		else if(state == WRITE_REG) begin
			if(spi_half_counter_r == SCK_COUNT_Half-1)
				spi_half_counter_r <= 0;
			else 	
				spi_half_counter_r <= spi_half_counter_r + 1;
		end
		else 
			spi_half_counter_r <= 0;
	end
	reg sck_r;
	always @(posedge clk_i) begin
		if(!rst_n)
			sck_r <= 0;
		else if(state == WRITE_REG) begin 
			if(spi_half_counter_r <= SCK_COUNT_Half/2-1)
				sck_r <= 1;
			else 
				sck_r <= 0;
		end
		else 
			sck_r <= 0;
	end
	assign spi_sck = sck_r;
	wire sdo_change_w;
	assign sdo_change_w = (spi_half_counter_r == SCK_COUNT_Half-1) ? 1'b1 : 1'b0;
	always @(posedge clk_i) begin
		if(!rst_n)
			send_num_counter_r <= 0;
		else if(state == WRITE_REG) begin
			if(sdo_change_w)
				send_num_counter_r <= send_num_counter_r + 1;
		end
		else 
			send_num_counter_r <= 0;
	end
	assign shift_end = (send_num_counter_r == 7 && sdo_change_w)? 1'b1 : 1'b0;
	always @(posedge clk_i) begin
		if(!rst_n)
			shift_counter_r <= 0;
		else if(shift_end)
			shift_counter_r <= shift_counter_r + 1;
	end
	assign shift_all = (shift_end && shift_counter_r == 3) ? 1'b1 : 1'b0;
	reg spi_cs_r;
	always @(posedge clk_i) begin
		if(!rst_n)
			spi_cs_r <= 0;
		else if(state == WRITE_REG) 
			spi_cs_r <= 1;
		else 
			spi_cs_r <= 0;
	end
	assign spi_cs = spi_cs_r;
	reg sdo_r;
	assign spi_sdo = sdo_r;
	always @(posedge clk_i) begin
		if(!rst_n)
			sdo_r <= 0;
		else if(state == WRITE_REG) begin
			sdo_r <= shift_reg[7];
		end
		else
			sdo_r <=  0;
	end
endmodule
```
`flow/constraint.sdc`:
```
current_design spi_v1

set clk_period 2.2
set clk_io_pct 0.2

create_clock -name clk0 -period $clk_period [get_ports {clk_i}]

set non_clock_inputs [all_inputs -no_clocks]
set_input_delay [expr $clk_period * $clk_io_pct] -clock clk0 $non_clock_inputs
set_output_delay [expr $clk_period * $clk_io_pct] -clock clk0 [all_outputs]
```
`flow/config.mk`:
```
export PLATFORM = sky130hd
export DESIGN_NAME = spi_v1
export DESIGN_NICKNAME = spi_v1
export VERILOG_FILES = /design/flow/design.v
export SDC_FILE = /design/flow/constraint.sdc
export NUM_CORES = 4
export LEC_CHECK = 1
export CORE_AREA = 10 10 96 96
export DIE_AREA = 0 0 106 106
```
==> impl_table.tex <==
% Generated from flow reports
\begin{tabular}{lr}
\hline
Metric & Value \\
\hline
\multicolumn{2}{l}{\textbf{Final layout}} \\
\quad Largest registers & wait\_count\_r x16, spi\_half\_counter\_r x6, state x4 \\
\quad Share of post-route cells with drive strength above 1 & 0.08511 \\
\quad Top register by number of flip-flops & wait\_count\_r \\
\quad Post-route insts no fill & 240 \\
\quad Register area & 600.6 µm² \\
\quad Syn-to-layout area delta & 20.99\% \\
\quad Count of filler cells inserted in the layout & 813 \\
\quad Flip-flop count of the largest register, all copies and words added & 16 \\
\quad Area of all placed cells without fillers & 0.001464 mm² \\
\quad MI comb area & 560.5 µm² \\
\multicolumn{2}{l}{\textbf{Power}} \\
\quad Switching Share & 0.2029 \\
\quad Share of power burned in combinational logic & 0.019 \\
\quad Fraction of power consumed by sequential logic & 0.543 \\
\quad Cell leakage power & 0.4828 nW \\
\quad Pwr Density & 692.2 mW/mm² \\
\quad Internal Power & 0.8077 mW \\
\quad Portion of total power attributed to the clock network & 0.438 \\
\quad VDD IR-drop max & 0.3731 mV \\
\quad Switching power & 0.2056 mW \\
\multicolumn{2}{l}{\textbf{Worst setup path}} \\
\quad Setup slack of the most critical reg-to-reg path & 0.58 ns \\
\quad WP data arrival & 1.82 ns \\
\quad CP required & 2.41 ns \\
\quad WS Path Type & reg2reg \\
\quad Sequence of cells on the critical path & ha\_1 -> nand4\_2 -> or4\_1 -> a21oi\_1 \\
\quad Slowest cell on the critical path & sky130\_fd\_sc\_hd\_\_or4\_1 \\
\quad Slowest cell delay on critical path & 0.51 ns \\
\quad Worst setup SP type & register \\
\quad Endpoint kind of the worst setup timing path & register \\
\quad Crit-path max FO & 5 \\
\multicolumn{2}{l}{\textbf{Clock tree}} \\
\quad Inserted Clock Buffers & 5 \\
\quad Cell at the root of the clock tree & sky130\_fd\_sc\_hd\_\_clkbuf\_8 \\
\quad Clock tree from TritonCTS & built \\
\quad Number of gates resized after cts & 0 \\
\quad Worst-path clk slew & 0.06 ns \\
\quad Max Buffers Root-to-Sink & 2 \\
\quad Clock H-tree levels & 2 \\
\quad Total clock sinks & 30 \\
\quad Number of buffers inserted by hold repair at cts & 0 \\
\quad Clock latency of the later-clocked register in the worst-skew pair & 0.27 ns \\
\quad Number of setup buffers added after CTS & 0 \\
\multicolumn{2}{l}{\textbf{Floorplan}} \\
\quad Core Rows & 31 \\
\quad Die outline height & 106 µm \\
\quad Die ar. & 0.01124 mm² \\
\quad Placeable core region & 0.007214 mm² \\
\quad DIE WIDTH & 106 µm \\
\quad Effective utilization at floorplan & 0.1677 \\
\quad Number of primary I/O pins & 6 \\
\multicolumn{2}{l}{\textbf{Status}} \\
\quad Status & finished, final reports clean \\
\multicolumn{2}{l}{\textbf{Logic synthesis}} \\
\quad Tally of yosys warning messages & 1 \\
\quad Post-synthesis chip area from yosys & 0.001210 mm² \\
\quad Number of different library cells in the post-synthesis netlist & 31 \\
\quad Dominant cell area share & 0.4964 \\
\quad Post-Syn Area per Cell & 9.307 µm² \\
\quad Top cells by area in the synthesized netlist & sky130\_fd\_sc\_hd\_\_dfxtp\_1, sky130\_fd\_sc\_hd\_\_ha\_1, sky130\_fd\_sc\_hd\_\_nor2\_1, sky130\_fd\_sc\_hd\_\_nand2\_1, sky130\_fd\_sc\_hd\_\_a21oi\_1 \\
\quad Most frequent cell after synthesis & sky130\_fd\_sc\_hd\_\_dfxtp\_1 \\
\quad Fraction of registers with async set/reset & 0 \\
\quad Area of the mapped netlist & 0.001210 mm² \\
\quad Total of flip-flops plus latches after synthesis & 30 \\
\quad Count of flip-flops with a built-in enable after synthesis & 0 \\
\quad Most used flip-flop cell after synthesis & sky130\_fd\_sc\_hd\_\_dfxtp\_1 \\
\quad Sequential share of the synthesized area & 0.4964 \\
\quad Top cell types by occurrence after synthesis & sky130\_fd\_sc\_hd\_\_dfxtp\_1, sky130\_fd\_sc\_hd\_\_nor2\_1, sky130\_fd\_sc\_hd\_\_nand2\_1, sky130\_fd\_sc\_hd\_\_inv\_1, sky130\_fd\_sc\_hd\_\_a21oi\_1 \\
\quad Largest area contributor in the synthesized netlist & sky130\_fd\_sc\_hd\_\_dfxtp\_1 \\
\quad Cell count listed in synth\_stat.txt & 130 \\
\quad Post-Synthesis Cells & 130 \\
\multicolumn{2}{l}{\textbf{Drt}} \\
\quad Antenna cells & 0 \\
\quad Vias per cell & 3.742 \\
\quad Antenna-violating nets left & 0 \\
\quad Via count & 898 \\
\quad DRC violation count after routing & 0 \\
\quad Total Routed Length & 2139 µm \\
\quad Length of the first detailed-routing pass in iterations & 4 \\
\quad Routed wire length per instance & 8.913 µm \\
\quad First DRT Iteration DRCs & 78 \\
\multicolumn{2}{l}{\textbf{Final timing}} \\
\quad Final number of max-transition violations & 0 \\
\quad Final period util & 0.7352 \\
\quad Worst relative slew slack & 0.7580 \\
\quad Actual slew at the worst max-slew pin & 0.3596 ns \\
\quad Unrepaired setup endpoints after global routing & false \\
\quad Final tally of setup violations & 0 \\
\quad Achievable Freq & 618.3 MHz \\
\quad Aggregate negative setup slack & 0 ns \\
\quad Setup WS post-layout & 0.5826 ns \\
\quad Setup skew after layout & 0.004274 ns \\
\quad Number of hold-slack violations in the final timing report & 0 \\
\quad Final critical-path required period & 1.617 ns \\
\multicolumn{2}{l}{\textbf{GRT}} \\
\quad GR Overflow Total & 0 \\
\quad Vias in the first global route & 806 \\
\quad Global-route wire length before repair & 3719 µm \\
\quad Largest net degree at the start of global routing & 14 \\
\quad Tot GR Track Use & 0.03855 \\
\quad Initial antenna violation count & 0 \\
\multicolumn{2}{l}{\textbf{Place}} \\
\quad Placed Area & 0.001373 mm² \\
\quad GPL Wtd Cong & 0.7136 \\
\quad Post-placement worst setup slack & 0.4209 ns \\
\quad Number of placed cells counting well taps & 232 \\
\quad Number of buffers inserted by port buffering & 5 \\
\quad Half-perimeter wire length after detailed placement & 1466 µm \\
\multicolumn{2}{l}{\textbf{Flow run}} \\
\quad Log Warnings & 27 \\
\quad Maximum capacitance violations & 0 \\
\multicolumn{2}{l}{\textbf{Worst hold path}} \\
\quad Path type of the worst min-delay path & reg2reg \\
\hline
\end{tabular}
## logic make-up (layout without fill, tap and decap cells)
family,after synthesis,in the layout,share of synthesized area
compound gates,22,22,0.1107
flops,30,30,0.4964
simple gates,53,53,0.2337
fa+ha+maj,4,4,0.04137
xor+xnor,6,6,0.04343
buf+inv,11,22,0.04033
mux,4,4,0.03413
## metrics by stage
stage	total power, mW	hold WS (ns)	utilization
after floorplan	0.5730	0.4104	-
after global placement	0.5815	0.4226	0.1903
after detailed placement	0.5820	0.4277	0.1903
after CTS	1.032	0.4331	0.2029
after global routing	1.061	0.4571	0.2029
final	1.013	0.4307	0.2029
## worst max-delay path, delay by kind of cell (launching register included)
kind,cells,cell delay [ns]
AND/OR/NAND/NOR,2,0.72
flip-flops,1,0.39
adder cells (fa/ha/maj),1,0.30
AND-OR/OR-AND,1,0.15
## power groups by stage
stage                 Sequential (mW)  Combinational (mW)  Clock, mW
final                           0.551              0.0191      0.444
after global routing            0.551              0.0223      0.488
after CTS                       0.551              0.0194      0.462
## routing by layer
| layer | up-vias | GRT usage | wire [µm] |
|---|---|---|---|
| li1 | 478 | - | - |
| met1 | 403 | 0.05771 | 1185 |
| met2 | 13 | 0.05035 | 819 |
| met3 | 4 | 0.01529 | 92 |
| met4 | 0 | 0.008704 | 42 |
| met5 | - | 0 | 0 |
## layout make-up
| type | count | area share |
|---|---|---|
| inverters | 8 | 0.02051 |
| well taps | 99 | 0.08462 |
| multi-input cells | 89 | 0.3829 |
| clock inverters | 1 | 0.003419 |
| clock buffers | 7 | 0.05897 |
| repair buffers | 6 | 0.03932 |
| flip-flops and latches | 30 | 0.4103 |
## worst paths after layout
path,startpoint,to,cells past startpoint
min reg2reg,shift_reg[6],sdo_r,2
max reg2reg,wait_count_r[0],wait_count_r[10],4
min,shift_reg[6],sdo_r,2
max,wait_count_r[0],wait_count_r[10],4
## placed cells by master (no fill, tap or decap), types with 2 or more instances in the layout
cell type / Yosys / layout
sky130_fd_sc_hd__xnor2_1: 2 / 2
sky130_fd_sc_hd__or3_1: 3 / 3
sky130_fd_sc_hd__ha_1: 4 / 4
sky130_fd_sc_hd__mux2i_1: 3 / 3
sky130_fd_sc_hd__nor2_1: 12 / 12
sky130_fd_sc_hd__clkbuf_8: 0 / 6
sky130_fd_sc_hd__clkdlybuf4s50_1: 0 / 5
sky130_fd_sc_hd__xor2_1: 4 / 4
sky130_fd_sc_hd__nand2_1: 11 / 11
sky130_fd_sc_hd__o21ai_0: 6 / 6
sky130_fd_sc_hd__inv_1: 8 / 8
sky130_fd_sc_hd__nand4_1: 4 / 4
sky130_fd_sc_hd__nand2b_1: 3 / 3
sky130_fd_sc_hd__nand3_1: 5 / 5
sky130_fd_sc_hd__and3_1: 2 / 2
sky130_fd_sc_hd__or4_1: 4 / 4
sky130_fd_sc_hd__a21oi_1: 7 / 7
sky130_fd_sc_hd__nor4_1: 4 / 4
sky130_fd_sc_hd__o31ai_1: 4 / 4
sky130_fd_sc_hd__dfxtp_1: 30 / 30
Power and IR drop assume default switching activity.
