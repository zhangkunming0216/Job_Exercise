`design/flow/run.sh`:
```
#!/bin/bash
# OpenROAD 26Q1-2900-gdf79404cd8, Yosys 0.63+post, stock flow scripts
make -C /OpenROAD-flow-scripts/flow DESIGN_CONFIG=/design/flow/config.mk WORK_HOME=/design/flow/orfs finish
```
`design/flow/config.mk`:
```
export PLATFORM = sky130hd
export DESIGN_NAME = uart_v1
export DESIGN_NICKNAME = uart_v1
export VERILOG_FILES = /design/flow/design.v
export SDC_FILE = /design/flow/constraint.sdc
export NUM_CORES = 4
export LEC_CHECK = 1
export CORE_UTILIZATION = 40
```
`design/flow/constraint.sdc`:
```
current_design uart_v1

set clk_period 2.5
set clk_io_pct 0.2

create_clock -name clk0 -period $clk_period [get_ports {clk_i}]

set non_clock_inputs [all_inputs -no_clocks]
set_input_delay [expr $clk_period * $clk_io_pct] -clock clk0 $non_clock_inputs
set_output_delay [expr $clk_period * $clk_io_pct] -clock clk0 [all_outputs]
```
`design/flow/design.v`:
```
`timescale 1ns / 1ps
module rx_ctrl#(
	parameter               		CLK_PER = 50_000_000,
	parameter    					BAND_RATE = 9600
)(
	input  							clk_i,
	input							rst_n,
	input 							uart_rx,
	output reg [7:0] 				rd_data,
	output reg		 				rd_data_valid
    );
	localparam            		 	UART_CNT = CLK_PER/BAND_RATE;
	localparam             			UART_NUM = 10;
	reg uart_rx_1, uart_rx_2;
	always @(posedge clk_i) begin
		if(!rst_n)
			{uart_rx_2,uart_rx_1} <= 2'b00;
		else 
			{uart_rx_2,uart_rx_1} <= {uart_rx_1,uart_rx};
	end
	reg flag_rx;
	wire flag_bit;
	reg [13:0]   rx_uart_conter;
	reg [4:0]    rx_uart_num_counter;
	always @(posedge clk_i) begin
		if(!rst_n)
			flag_rx <= 0;
		else if(uart_rx_2 == 0)
			flag_rx <= 1;
		else if(rx_uart_conter == UART_CNT-1 && rx_uart_num_counter == UART_NUM -1)
			flag_rx <= 0;
	end
	always @(posedge clk_i) begin
		if(!rst_n)
			rx_uart_conter <= 0;
		else begin
			if(flag_rx) begin
				if(rx_uart_conter == UART_CNT-1)
					rx_uart_conter <= 0;
				else 	
					rx_uart_conter <= rx_uart_conter + 1;
			end
			else begin
				rx_uart_conter <= 0;
			end
		end
	end
	always @(posedge clk_i) begin
		if(!rst_n)
			rx_uart_num_counter <= 0;
		if(flag_rx) begin
				if(rx_uart_conter == UART_CNT-1 && rx_uart_num_counter == UART_NUM -1)
					rx_uart_num_counter <= 0;
				else if(rx_uart_conter == UART_CNT-1 )
					rx_uart_num_counter <= rx_uart_conter + 1;
			end
			else begin
				rx_uart_num_counter <= 0;
			end
	end
	assign flag_bit = (rx_uart_conter ==  UART_CNT/2-1)? 1'b1 : 1'b0;
	always @(posedge clk_i) begin
		if(!rst_n)
			rd_data <= 0;
		else if(rx_uart_num_counter >= 1 && rx_uart_num_counter <= 8 && flag_bit)
			rd_data <= {uart_rx_2,rd_data[7:1]};
	end
	always @(posedge clk_i) begin
		if(!rst_n)
			rd_data_valid <= 0;
		else if(rx_uart_conter == UART_CNT-1 && rx_uart_num_counter == UART_NUM -1)
			rd_data_valid <= 1;
		else 	
			rd_data_valid <= 0;
	end
endmodule
`timescale 1ns / 1ps
module tx_ctrl#(
	parameter               		CLK_PER = 50_000_000,
	parameter    					BAND_RATE = 9600
)(
	input  							clk_i,
	input							rst_n,
	input							tx_data_valid,
	input							tx_data,
	output							uart_tx
    );
	localparam            		 	UART_CNT = CLK_PER/BAND_RATE;
	localparam             			UART_NUM = 10;
	reg  tx_flag;
	wire tx_bit_flag;
	reg [13:0]   tx_uart_conter;
	reg [4:0]    tx_uart_num_counter;
	always @(posedge clk_i) begin
		if(!rst_n)
			tx_flag <= 0;
		else if(tx_data_valid)
			tx_flag <= 1;
		else if(tx_uart_conter == UART_CNT-1 && tx_uart_num_counter == UART_NUM-1)
			tx_flag <= 0;
	end
	always @(posedge clk_i) begin
		if(!rst_n)
			tx_uart_conter <= 0;
		else  begin
			if(tx_flag) begin
				if(tx_uart_conter == UART_CNT-1)
					tx_uart_conter <= 0;
				else	
					tx_uart_conter <= tx_uart_conter + 1;
			end
			else
				tx_uart_conter <= 0;
		end	
	end
	always @(posedge clk_i) begin
		if(!rst_n)
			tx_uart_num_counter <= 0;
		else  begin
			if(tx_flag) begin
				if(tx_uart_conter == UART_CNT-1 && tx_uart_num_counter == UART_NUM-1)
					tx_uart_num_counter <= 0;
				else if(tx_uart_conter == UART_CNT-1)
					tx_uart_num_counter <= tx_uart_conter + 1;
			end
			else
				tx_uart_num_counter <= 0;
		end	
	end
	assign tx_bit_flag = (tx_uart_conter == 0 && tx_flag == 1)? 1'b1 : 1'b0;
	reg [UART_NUM-1:0]  shift_tx;
	always @(posedge clk_i) begin
		if(!rst_n)
			shift_tx <= 0;
		else if(tx_data_valid) 
			shift_tx <= {1'b1,tx_data,1'b0};
		else if(tx_uart_num_counter>=1 && tx_bit_flag == 1)
			shift_tx <= {1'b1,shift_tx[UART_NUM-1:1]};
	end
	assign uart_tx = shift_tx[0];
endmodule
`timescale 1ns / 1ps
module uart_v1#(
	parameter               		CLK_PER = 50_000_000,
	parameter    					BAND_RATE = 9600
)(
	input 					clk_i,
	input 					rst_n,
	output 					uart_tx,
	input 					tx_data_valid,
	input [7:0] 			tx_data,
	input 					uart_rx,
	output 					rx_data_valid,
	output[7:0]   			rx_data
    );
	rx_ctrl#(
	    .CLK_PER   (CLK_PER  ),
	    .BAND_RATE (BAND_RATE)
	)rx_ctrl(
	    .clk_i			(clk_i		   ),
	    .rst_n			(rst_n		   ),
	    .uart_rx		(uart_rx	   ),
	    .rd_data		(rx_data	   ),
	    .rd_data_valid  (rx_data_valid )
    );
	tx_ctrl#(
		.CLK_PER   (CLK_PER  ),
		.BAND_RATE (BAND_RATE)
	)tx_ctrl(
		.clk_i			(clk_i	      ),
		.rst_n			(rst_n		  ),	
		.tx_data_valid	(tx_data_valid),
		.tx_data		(tx_data	  ),
		.uart_tx        (uart_tx      )
    );
endmodule
```
==> results.sh <==
# flow metrics
export IMPL_finalSetupViolations=0
export IMPL_wl_mm=4.793
export IMPL_crit_path_max_fanout=15
export IMPL_rows=28
export IMPL_ctsHoldBuffers=0
export IMPL_initial_utilization=0.4240
export IMPL_via_per_inst=5.251
export IMPL_antenna_cells=0
export IMPL_warning_count=33
export IMPL_die_h_um=81.92
export IMPL_routedWlPerCell_um=12.55
export IMPL_grt_start_max_net_pins=16
export IMPL_vias=2006
export IMPL_antenna_found_initial=0
export IMPL_portBuffers=14
export IMPL_drc=0
export IMPL_fin_skew_ps=6.204
export IMPL_grt_ovfl_total=0
export IMPL_slew_viol_final=0
export IMPL_synth_cells=285
export IMPL_gp_routability_congestion=0.8117
export IMPL_cts_buffers=9
export IMPL_power_density_mw_per_mm2=612.4
export IMPL_synthesis_area_mm2=0.002555
export IMPL_reg2reg_from="rx_ctrl.rx_uart_conter[0]"
export IMPL_cp_arrival_ps=2360
export IMPL_final_core_util=0.4851
export IMPL_crit_start="rx_ctrl.rx_uart_conter[0]"
export IMPL_fmax_ghz=0.4650
export IMPL_track_usage=0.1648
export IMPL_finalHoldViolCount=0
export IMPL_ff_type="dfxtp_1"
export IMPL_tightest_slew_ps=645.4
export IMPL_clk_latency_ps=330
export IMPL_clock_path_buffers=2
export IMPL_whs_endpoint="rx_ctrl.uart_rx_2"
export IMPL_core_area_mm2=0.006026
export IMPL_cts_resized=0
export IMPL_die_area_mm2=0.006711
export IMPL_drt_pass1_iter_count=4
export IMPL_endpoint_kind="flip-flop"
export IMPL_critical_path_class="reg2reg"
export IMPL_avgSynthCellArea_um2=8.965
export IMPL_async_reset_ff_frac=0
export IMPL_edf_count=0
export IMPL_yosys_area_mm2=0.002555
export IMPL_ioPinCount=22
export IMPL_fin_crit_sh=0.8603
export IMPL_yosys_warnings=3
export IMPL_min_period_ps=2151
export IMPL_syn2layout_area_growth_pct=14.40
export IMPL_post_cts_setup_buffer_count=0
export IMPL_synth_cell_types=43
export IMPL_grt_pass1_vias=1821
export IMPL_slew_headroom=0.5681
export IMPL_grt_pass1_wl_mm=8.321
export IMPL_fin_setup_tns_ps=0
export IMPL_p_leak_nw=0.9702
export IMPL_critPathRequiredTime_ps=2710
export IMPL_drtIter0Drc=79
export IMPL_r2r_end="rx_ctrl.rx_uart_conter[2]"
export IMPL_rrSetupSlack_ps=350
export IMPL_min_delay_start="rx_ctrl.uart_rx_1"
export IMPL_drv_cap=0
export IMPL_status="finished, final reports clean"
export IMPL_cts_htree_levels=3
export IMPL_cts_tree="done"
export IMPL_root_buffer="clkbuf_8"
export IMPL_ys_ff=61
export IMPL_min_path_type="reg2reg"
export IMPL_fp_dieW_um=81.92
export IMPL_place_hpwl_mm=3.242
export IMPL_clk_pin_slew_ps=60
export IMPL_ant_nets=0
export IMPL_ys_cells=285
export IMPL_cp_start_kind="flip-flop"
export IMPL_yosysSeqAreaShare=0.4780
export IMPL_hold_path_cell_count=1
export IMPL_clock_sinks=61
export IMPL_layout_drive_gt1_share=0.08143
export IMPL_peakVddDrop_v=0.0003067
export IMPL_rr_worst_depth=5
export IMPL_rsz0062_at_grt="no"
-- worst max-delay path by stage --
stage                                         to  slack (ps)  cells after the start
after CTS              rx_ctrl.rx_uart_conter[2]         340                      5
final                  rx_ctrl.rx_uart_conter[2]         350                      5
after global routing  rx_ctrl.rx_uart_conter[12]         210                      5
-- worst max-delay path: stages (launching register included) --
cell and delay (ps):
dfxtp_1 360, ha_1 230, or3b_2 470, or4_1 550, nand3_2 320, nor2_1 90
-- power by group --
| part | switching [mW] | internal, mW | leakage, nW | total (mW) |
|---|---|---|---|---|
| Combinational | 0.0334 | 0.0187 | 0.389 | 0.0521 |
| Clock | 0.350 | 0.399 | 0.0881 | 0.750 |
| Sequential | 0.00667 | 0.982 | 0.493 | 0.988 |
-- flip-flops by register name (all words and copies together), names as in the netlist --
signal / count
rx_ctrl.rx_uart_conter: 14
tx_ctrl.tx_uart_conter: 14
tx_ctrl.shift_tx: 10
rx_ctrl.rd_data: 8
rx_ctrl.rx_uart_num_counter: 5
tx_ctrl.tx_uart_num_counter: 5
rx_ctrl.flag_rx: 1
rx_ctrl.rd_data_valid: 1
rx_ctrl.uart_rx_1: 1
rx_ctrl.uart_rx_2: 1
tx_ctrl.tx_flag: 1
-- cells in the final DEF, fill, tap and decap left out, drive strengths merged, types with 2 or more instances in the layout --
cell type       n
clkinv          2
or3b            3
nand4           3
a31oi           2
clkbuf         12
o21ai          19
or4             2
nand4bb         2
nor2           39
a21oi          22
dfxtp          61
o41ai           2
buf             2
and3            6
nand2          14
inv             8
or2             2
nor3            4
a211oi          2
xnor2          12
or3             3
ha              3
xor2           12
and4            3
nand3          32
nor4b           3
nor4            6
and2            3
clkdlybuf4s50  14
-- Yosys cell counts (4+ instances only) --
master / n / share of area
dfxtp_1: 61 / 0.48
nor2_1: 38 / 0.056
nand3_1: 31 / 0.061
nand2_1: 14 / 0.021
nor3_1: 4 / 0.0078
nor4_1: 5 / 0.012
o21ai_0: 19 / 0.037
inv_1: 8 / 0.012
xnor2_1: 12 / 0.041
a21oi_1: 22 / 0.043
xor2_1: 12 / 0.041
clkbuf_1: 4 / 0.0059
and3_1: 6 / 0.015
-- cell type report --
cell class                      count  area, um2
Inverter                            8      30.03
Clock buffer                       12      155.1
Sequential cell                    61       1221
Multi-Input combinational cell    208       1257
Tap cell                           75      93.84
Clock inverter                      2      10.01
Timing Repair Buffer               16      155.1
Fill cell                         586       3103
-- per-stage QoR --
stage	hold WS (ps)	power, mW	instance area, um2	instances	worst slack [ps]
after global routing	449.9	1.879	2923	382	207.8
after detailed placement	422.3	1.063	2758	368	341.9
after floorplan	403.9	1.046	2555	285	536.6
after global placement	415.9	1.063	2758	368	357.6
after CTS	434.4	1.817	2923	382	339.1
final	431.6	1.790	2923	382	349.4
-- logic make-up (layout without fill, tap and decap cells) --
kind of cell	Yosys count	in the layout	share of synthesized area
adders and majority gates	3	3	0.01469
and+or+nand+nor	129	129	0.2767
buffers and inverters	16	38	0.02987
DFF	61	61	0.4780
muxes	2	2	0.009793
AOI/OAI and AO/OA	50	50	0.1087
xor gates and xnor gates	24	24	0.08227
-- routing by layer --
layer	vias up	GRT usage	part of all wire
li1	1047	-	-
met1	927	0.2557	0.54
met2	24	0.2421	0.41
met3	8	0.04622	0.043
met4	0	0.01754	0.013
met5	-	0	0
Power and IR drop assume default switching activity.
